[design/flow/config.mk]
export PLATFORM = sky130hd
export DESIGN_NAME = b6shiftregci
export DESIGN_NICKNAME = b6shiftregci
export VERILOG_FILES = /design/flow/design.v
export SDC_FILE = /design/flow/constraint.sdc
export NUM_CORES = 4
export LEC_CHECK = 1
export CORE_AREA = 10 10 70 70
export DIE_AREA = 0 0 80 80
[design/flow/constraint.sdc]
current_design b6shiftregci

set clk_period 1.4
set clk_io_pct 0.2

create_clock -name clk0 -period $clk_period [get_ports {clk}]

set non_clock_inputs [all_inputs -no_clocks]
set_input_delay [expr $clk_period * $clk_io_pct] -clock clk0 $non_clock_inputs
set_output_delay [expr $clk_period * $clk_io_pct] -clock clk0 [all_outputs]
[design/flow/design.v]
`timescale 1ns/1ns
module b6shiftregci(input [5:0] in , input ci, clr ,shift, ld, clk, rst, output reg [5:0] out);
  always@(posedge clk, posedge rst) begin
     if(rst)
      out = 6'b000000;
    else
      if(clr)
        out = 6'b000000;
      else
        if(ld)
          out <= in;
        else
          if(shift)
            out <= {ci, out[5:1]};
  end
endmodule
[design/flow/run.sh]
#!/bin/bash
# OpenROAD 26Q1-2900-gdf79404cd8, Yosys 0.63+post, stock flow scripts
make -C /OpenROAD-flow-scripts/flow DESIGN_CONFIG=/design/flow/config.mk WORK_HOME=/design/flow/orfs finish
==> GITHUB_STEP_SUMMARY <==
### Metrics collected by this job

| Metric | Value |
|---|---|
| Worst path cell trace | clkdlybuf4s50_1 |
| Crit path DRT | 1120 ps |
| Die Ht | 80 um |
| Post-DR vias/cell | 3.01 |
| Delay-heaviest family, CP | buffers and inverters |
| N_diodes | 0 |
| Skew final | 1.40 ps |
| Most flops, register | out |
| Count of boundary I/O pins | 18 |
| Post-Syn Area per Cell | 11.5 um^2 |
| FP Core Util | 9.12% |
| Post-synth ARST share | 100% |
| Logic area | 143 um^2 |
| Vias | 295 |
| Yosys cell types | 6 |
| Max-area cell share | 48.2% |
| Seq pwr share | 42.8% |
| Mapped Cells | 27 |
| Tool Warnings | 25 |
| Die width | 80 um |
| Maximum Capacitance Violations | 0 |
| Minimum clock period | 1350 ps |
| Routability congestion estimate from global placement | 0.699 |
| Slew @ Worst Pin | 333 ps |
| Worst vdd ir | 0.000134 V |
| Max-slew violations | 0 |
| WP buf/inv | 1 |
| Synth top cells by count | a211oi_1, dfrtp_1, mux2i_1, nor2b_1, inv_1 |
| Comb power frac | 24.1% |
| Yosys Chip Area | 312 um^2 |
| Max-slew headroom | 77.7% |
| Max incr delay on CP | 480 ps |
| Ys flops | 6 |
| 1st-pass router iterations | 1 |
| Detailed Route WL | 984 um |
| Setup crit end kind | output port |
| Ys cells | 27 |
| Max Buffers Root-to-Sink | 2 |
| Core area | 3420 um^2 |
| Vias in the first global route | 317 |
| Layout cell share with drive strength beyond 1 | 17.3% |
| Largest net degree at the start of global routing | 8 |
| P&R area growth vs syn | 94.4% |
| Post-synth EDFFs | 0 |
| CTS H-tree depth | 1 |
| Syn. warnings | 1 |
| Max Clock Freq | 740 MHz |
| Finish-stage setup viols | 0 |
| Synthesized area | 312 um^2 |
| Setup TNS | 0 ps |
| Total gr overflow | 0 |
| IO Port Bufs | 17 |
| Largest registers | out x6 |
| Switch Pwr | 96.0 uW |
| Final ANT Viol Nets | 0 |
| Worst-Skew Late Latency | 240 ps |
| CTS buffer count | 3 |
| GRT Resource Usage Total | 3.06% |
| Critical path launch point type | flip-flop |
| Register share after synthesis | 48.2% |
| Routed WL per cell | 10.0 um |
| Post-layout period usage | 96.5% |
| Worst reg2reg path depth | 4 |
| Worst r2r src | out[4] |
| CTS tree | built |
| Lkg Pwr | 0.308 nW |
| Leading register cell type out of synthesis | dfrtp_1 |
| Cell taking the most area after synthesis | dfrtp_1 |
| Status | completed |
| Register area | 150 um^2 |
| Clock share of power | 33.2% |
| P_int | 359 uW |
| Min-delay worst type | in -> async |
| DRT iter0 DRCs | 0 |
| Switch share | 21.1% |
| Main area contributors | dfrtp_1, mux2i_1, a211oi_1 |
| Total clock sinks | 6 |
| Reg2reg setup slack | 380 ps |
| Fillers | 379 |
| Root buffer cell | clkbuf_4 |
| Chip area | 6400 um^2 |
| Critical path's slowest cell | clkdlybuf4s50_1 |
| Post-Place Cells | 89 |
| Final hold vios | 0 |
| Residual DRC count | 0 |
| Final Non-Filler Cells | 98 |
| Crit path kind | reg -> out |
| P per Cell Area | 751 nW/um^2 |
| CP Max Fanout | 2 |
| Max FFs per register | 6 |
| First-pass GRT wire length | 1530 um |
| Worst EP arrival | 1070 ps |
| Worst R2R End | out[3] |
| Rows | 21 |
| Antenna violations before repair | 0 |
| CTS clk-pin slew, worst paths | 40 ps |
[through the flow]
stage	util (%)	instance area, um^2	hold slack (ps)	setup WS (ps)	total power [mW]
after detailed placement	15.5	528	510	-23.3	0.294
after floorplan	-	312	71.0	602	0.229
after global placement	15.5	528	505	-7.43	0.294
after CTS	16.3	558	252	5.77	0.454
after global routing	17.7	606	252	-2.24	0.499
final	17.7	606	248	48.5	0.455
[power groups by stage]
stage | clock network (mW) | registers [mW] | logic, mW
CTS | 0.159 | 0.195 | 0.0998
global route | 0.183 | 0.196 | 0.121
finish | 0.151 | 0.194 | 0.109
[worst max path at each step]
stage | from | end | slack [ps] | cells past startpoint
4_1_cts | out[5] | out[5] | 6 | 1
5_1_grt | out[4] | out[4] | -2 | 1
6_report | out[4] | out[4] | 50 | 1
[worst reg2reg max path, delay by kind of cell (launching register included)]
kind | cells | cell delay, ps
flip-flops | 1 | 380
AND-OR/OR-AND | 1 | 100
multiplexers | 1 | 170
buffers and inverters | 2 | 250
[logic make-up after synthesis]
kind of cell    after synthesis  synth area share [%]
compound gates                6                  14.5
mux                           6                  19.3
flops                         6                  48.2
simple gates                  6                  12.0
buf+inv                       3                  6.02
[what timing repair did]
action / in CTS / in global routing
buffers inserted: 1 / 5
hold endpoints to repair: 0 / 0
setup endpoints to repair: 1 / 5
hold buffers: 0 / 0
gates cloned: 0 / 0
gates resized: 0 / 4
[layer usage]
layer  wire [um]  part of all wire (%)  up-vias  GRT usage, %
met4          41                   4.2        0          1.41
met5           0                     0        -             0
met2         559                    57        9          5.30
met3          27                   2.7        4         0.682
met1         356                    36      135          3.47
li1            -                     -      147             -
[placed cells by master (no fill, tap or decap), drive strengths merged]
master / instances
clkbuf: 3
mux2i: 6
buf: 6
dlymetal6s2s: 4
a211oi: 6
dfrtp: 6
inv: 2
nor2b: 6
clkdlybuf4s50: 13
[layout make-up]
cell class                      instances  area share [%]
Tap cell                               46            9.50
Inverter                                2            1.24
Clock buffer                            3            3.72
Sequential cell                         6            24.8
Multi-Input combinational cell         18            23.6
Timing Repair Buffer                   23            37.2
No activity file was given, so power comes from the tool's default toggle rates.
