==> flow/design.v <==
module b6reg(input [5:0] in, input ld , clk, rst, output reg [5:0] out);
  always@(posedge clk, posedge rst) begin
    if(rst)
      out = 6'b000000;
    else
      if(ld)
        out <= in;
  end
endmodule
==> flow/run.sh <==
#!/bin/bash
# OpenROAD 26Q1-2900-gdf79404cd8, Yosys 0.63+post, stock flow scripts
make -C /OpenROAD-flow-scripts/flow DESIGN_CONFIG=/design/flow/config.mk WORK_HOME=/design/flow/orfs finish
==> flow/config.mk <==
export PLATFORM = sky130hd
export DESIGN_NAME = b6reg
export DESIGN_NICKNAME = b6reg
export VERILOG_FILES = /design/flow/design.v
export SDC_FILE = /design/flow/constraint.sdc
export NUM_CORES = 4
export LEC_CHECK = 1
export CORE_AREA = 10 10 70 70
export DIE_AREA = 0 0 80 80
==> flow/constraint.sdc <==
current_design b6reg

set clk_period 1.0
set clk_io_pct 0.2

create_clock -name clk0 -period $clk_period [get_ports {clk}]

set non_clock_inputs [all_inputs -no_clocks]
set_input_delay [expr $clk_period * $clk_io_pct] -clock clk0 $non_clock_inputs
set_output_delay [expr $clk_period * $clk_io_pct] -clock clk0 [all_outputs]
==> flow_metrics.tcl <==
# collected from the flow reports
set metrics [dict create \
    status "complete, no violations" \
    grt.overflow.total 0 \
    cp_top_family "flip-flops" \
    setup_viol 0 \
    fin_crit_sh_pct 94.4 \
    grt_pass1_wl_mm 1.12 \
    hold_violations 0 \
    gp_congestion 0.693 \
    ys_sh_aoi_pct 0 \
    clk_pin_slew_ns 0.05 \
    slew_violations 0 \
    topCellsByArea "dfrtp_1, mux2_4, buf_6" \
    ys_seq_share_pct 58.8 \
    final_util_pct 13.9 \
    drtPass1Iterations 2 \
    netlist-cell-type-count 4 \
    cp_slowest_cell "dfrtp_1" \
    crit_path_start_kind "flip-flop" \
    ant_nets 0 \
    ff_type "dfrtp_1" \
    simple_gate_share_pct 0 \
    track_usage_pct 2.19 \
    ys.flops 6 \
    ir_worst_vdd_mv 0.229 \
    synthMuxAreaShare_pct 35.3 \
    grt_start_max_net_pins 7 \
    fp_util_pct 7.47 \
    common_cells "dfrtp_1, mux2_4, buf_6, inv_1" \
    grtUsageMet3_pct 1.70 \
    fin_hold_ws_ns 0.179 \
    avgRoutedWirePerCell_um 8.59 \
    clkLatencyLatePin_ns 0.23 \
    ys_cells 14 \
    synth_area_per_cell_sq_um 18.2 \
    dp.cells 75 \
    num_antenna_cells 0 \
    die-area_sq_um 6400 \
    drc 0 \
    crit_chain "buf_2" \
    portBuffers 14 \
    ioPinCount 15 \
    tool_warnings 25 \
    tns_ns 0 \
    grt_util_met1_pct 2.42 \
    path_depth 1 \
    xor_share_pct 0 \
    vias 185 \
    yosysTopAreaCellShare_pct 58.8 \
    leakage_nw 0.219 \
    cts_buffers 3 \
    reg_top3 "out (6)" \
    grt_pass1_vias 239 \
    end_kind "output port" \
    finalClockSkew_ns 0 \
    die_x_um 80 \
    cp.required_ns 0.80 \
    critPathKind "flip-flop to output port" \
    areaGrowthSynthToFinish_pct 86.3 \
    top_usage_layer "met2" \
    largest_register_ffs 6 \
    slew_headroom_pct 83.6 \
    synth_cells 14 \
    cts_tree "built" \
    rsz0062_at_grt "no" \
    async_flop_share_pct 100 \
    ys_chip_area_sq_um 255 \
    fin_crit_ns 0.944 \
    die_h_um 80 \
    placementRows 21 \
    wirelength_um 687 \
    crit_fanout 2 \
    worst-path-buf-inv 1 \
    fin_cells 80 \
    synth-edff-count 0 \
    synthTopLogicFamily "multiplexers" \
    synthAdderAreaFrac_pct 0 \
    coreArea_sq_um 3420 \
    tightest_slew_ns 0.246 \
    clock-sinks 6 \
    arrival_ns 0.74 \
    ys.warnings.count 1 \
    yosysTopAreaCell "dfrtp_1" \
    routed_via_density 2.31 \
    fmax_ghz 1.06 \
    netlist_area_sq_um 255 \
    regMostFlops "out" \
    grtUsageMet2_pct 3.13 \
    clockBufferDepth 2 \
    cap_violations 0 \
    cellPowerDensity_nw_per_um2 1320 \
    drt-initial-drc-count 4 \
    cts_max_level 1 \
    min_path_type "primary input to asynchronous set/reset pin" \
    cpPeakStageDelay_ns 0.38 \
    ctsRootBufferMaster "clkbuf_4" \
    r2r_cells 2 \
    layout-drive-gt1-share_pct 55.9 \
    antenna_found_initial 0 \
]
## worst register-to-register path: stages, from the launching register on
cell and delay (ns):
dfrtp_1 0.37, buf_4 0.13, mux2_4 0.26
## logic make-up after synthesis
logic type / count (synthesis)
flops: 6
mux: 6
buf+inv: 2
## where the power goes
part | leakage (nW) | total [mW] | switching, mW | internal (mW)
combinational | 0.135 | 0.129 | 0.0307 | 0.0983
sequential | 0.0702 | 0.281 | 0.0131 | 0.268
clock | 0.0138 | 0.216 | 0.0803 | 0.135
## cell type report
| cell class | instances | area, sq um |
|---|---|---|
| clock buffer | 3 | 22.5 |
| tap | 46 | 57.6 |
| sequential | 6 | 150 |
| inverter | 1 | 3.75 |
| multi-input combinational | 6 | 90.1 |
| fill | 393 | 2940 |
| timing repair buffer | 18 | 151 |
## layer usage
layer	part of all wire, %	up-vias
met5	0	-
met4	2.8	0
met3	14	2
met2	38	15
met1	45	81
li1	-	87
## placed cells by master (no fill, tap or decap)
master and n:
clkdlybuf4s50_1 7, mux2_4 6, dfrtp_1 6, clkbuf_4 3, buf_2 3, clkbuf_2 3, buf_4 3, inv_1 1
dlygate4sd2_1 1, buf_12 1
## stage by stage
step | total power, mW | cell area (sq um) | worst slack [ns]
detailed placement | 0.429 | 469 | -0.271
global route | 0.661 | 475 | 0.0157
CTS | 0.647 | 490 | 0.00942
floorplan | 0.328 | 255 | 0.277
finish | 0.626 | 475 | 0.0555
global placement | 0.429 | 469 | -0.259
## timing repair
item                       4_1_cts  5_1_grt
setup endpoints to repair       12        3
buffers inserted                 2        0
hold buffers                     0        0
resized                         16        3
## worst paths after layout
kind                       slack [ns]  endpoint   start
min                              0.18    out[2]     rst
max                              0.06    out[1]  out[1]
min in group clk0                0.51    out[2]  out[2]
max reg2reg                      0.12    out[5]  out[5]
max in group asynchronous        0.61    out[3]     rst
min reg2reg                      0.51    out[2]  out[2]
Power and IR drop assume default switching activity.
