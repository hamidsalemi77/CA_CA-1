==> flow/design.v <==
`timescale 1ns/1ns
module b6shiftreg(input [5:0] in, input shift, clr, ld, clk, rst, output reg [5:0] out);
  always@(posedge clk, posedge rst) begin
    if(rst)
      out = 6'b000000;
    else
      if(clr)
        out = 6'b000000;
      else
        if(ld)
          out <= in;
        else
          if(shift)
             out <= {out[5], out[5:1]};
  end
endmodule
==> flow/run.sh <==
#!/bin/bash
# OpenROAD 26Q1-2900-gdf79404cd8, Yosys 0.63+post, stock flow scripts
make -C /OpenROAD-flow-scripts/flow DESIGN_CONFIG=/design/flow/config.mk WORK_HOME=/design/flow/orfs finish
==> flow/config.mk <==
export PLATFORM = sky130hd
export DESIGN_NAME = b6shiftreg
export DESIGN_NICKNAME = b6shiftreg
export VERILOG_FILES = /design/flow/design.v
export SDC_FILE = /design/flow/constraint.sdc
export NUM_CORES = 4
export LEC_CHECK = 1
export CORE_AREA = 10 10 70 70
export DIE_AREA = 0 0 80 80
==> flow/constraint.sdc <==
current_design b6shiftreg

set clk_period 1.4
set clk_io_pct 0.2

create_clock -name clk0 -period $clk_period [get_ports {clk}]

set non_clock_inputs [all_inputs -no_clocks]
set_input_delay [expr $clk_period * $clk_io_pct] -clock clk0 $non_clock_inputs
set_output_delay [expr $clk_period * $clk_io_pct] -clock clk0 [all_outputs]
==> metrics.csv <==
stage,metric,value,unit
die,dieWidth,80,um
detailed_routing,antenna_left,0,
timing,hold_violations,0,
global_routing,grt_max_degree,8,
setup_path,path_delay_family,buffers and inverters,
die,io_pins,17,
cells_and_area,lay_top_cells,"clkdlybuf4s50_1 (15), mux2i_1 (6), dfrtp_1 (6), nor2b_1 (5), a211oi_1 (5)",
placement,dpl_cell_area,508,um^2
die,row_count,21,
logic_synthesis,largest_area_cell,dfrtp_1,
logic_synthesis,syn_area_per_cell,11.6,um^2
logic_synthesis,yosysUniqueCellTypes,7,
logic_synthesis,syn-cell-area,302,um^2
min_path,hold_class,input pin to asynchronous set/reset pin,
global_routing,antenna_found_initial,0,
flow_run,drv_cap,0,
setup_path,path_cells,clkdlybuf4s50_1,
detailed_routing,n_antenna_cell,0,
setup_path,crit_path_end_kind,primary output,
global_routing,grt_usage,0.0276,
clock_tree,clockRootBuffer,clkbuf_4,
logic_synthesis,ys_cells,26,
placement,dpl_worst_slack,0.0207,ns
flow_run,tool_warnings,25,
detailed_routing,wl,892,um
detailed_routing,vias,270,
placement,numPlacedInstances,87,
timing,setup_viol,0,
setup_path,r2r_start,out[3],
cells_and_area,finalInstanceArea,563,um^2
cells_and_area,fill_cells,385,
timing,clock_skew,0.00248,ns
placement,place.gp.congestion,0.646,
setup_path,crit_slowest_cell,clkdlybuf4s50_1,
power,ir_drop,0.000153,V
logic_synthesis,top_cell_area_share,0.498,
logic_synthesis,top_cells_by_area,"dfrtp_1 (50%), mux2i_1 (20%), a211oi_1 (12%)",
setup_path,cp.arrival,1.08,ns
timing,slew_headroom,0.818,
power,pwr-share-comb,0.220,
cells_and_area,syn2layout_area_growth,86.7,%
timing,hold_slack,0.252,ns
power,powerDensity,788,nW/um^2
placement,portBuffers,16,
detailed_routing,drtIter0Drc,20,
global_routing,grt_overflow,0,
timing,tightest_slew,0.272,ns
logic_synthesis,synth_warnings,1,
timing,period_used_share,0.973,
setup_path,cp-startpoint,out[1],
die,design.core.area,3420,um^2
power,clkPwrFrac,0.344,
die,fp-utilization,0.0883,
clock_tree,numCtsBuffers,3,
setup_path,critical_path_class,flip-flop to primary output,
cells_and_area,drive_gt1_frac,0.146,
cells_and_area,regMostFlops,out,
timing,timing.fmax,0.734,GHz
cells_and_area,largest_reg_flops,6,
timing,setup_slack,0.0384,ns
clock_tree,cts.path.max_buffers,2,
cells_and_area,top_regs,out x6,
clock_tree,cts_max_level,1,
setup_path,required,1.12,ns
cells_and_area,lay_top_count,clkdlybuf4s50_1,
logic_synthesis,ys.flops,6,
setup_path,path_buffers,1,
timing,slew_viol_final,0,
cells_and_area,stdcell_count,94,
global_routing,grt_pass1_wl,1420,um
power,power_leakage,0.252,nW
power,power_frac_seq,0.435,
status,outcome,finished clean,
logic_synthesis,synth_chip_area,302,um^2
setup_path,cp-start-kind,flip-flop,
logic_synthesis,seq_area_frac_synth,0.498,
die,die_height,80,um
clock_tree,clock-sinks,6,
power,p_sw_frac,0.210,
power,p_int,0.350,mW
setup_path,slowest_delay,0.48,ns
timing,period_needed,1.36,ns
detailed_routing,dr.pass1.iters,2,
power,p_switching,0.0933,mW
die,dieArea,6400,um^2
logic_synthesis,syn_inst,26,
detailed_routing,avgViaCountPerCell,2.87,
clock_tree,clk_latency,0.24,ns
clock_tree,cts_tree,built,
detailed_routing,wire_per_inst,9.49,um
detailed_routing,drc_errors,0,
global_routing,grt_pass1_vias,307,
clock_tree,path_clk_slew,0.04,ns
setup_path,cp_max_fo,3,
timing,setup_tns,0,ns
[worst reg2reg max path, stage by stage (launching register included)]
cell      delay [ns]
dfrtp_1         0.38
buf_4           0.14
mux2i_1         0.15
a211oi_1        0.09
[metal layers]
layer / global-route usage / up-vias / wire, um
li1: - / 136 / -
met1: 0.0262 / 123 / 292
met2: 0.0506 / 9 / 492
met3: 0.0114 / 2 / 79
met4: 0.0123 / 0 / 27
met5: 0 / - / 0
[timing repair]
item                       CTS  global route
hold buffers                 0             0
buffers inserted             0             4
hold endpoints to repair     0             0
resized                      0             1
setup endpoints to repair    0             4
[through the flow]
step	total power, mW	utilization
final	0.444	0.165
after global routing	0.475	0.165
after CTS	0.442	0.155
after detailed placement	0.285	0.149
after global placement	0.285	0.149
after floorplan	0.225	-
[cell usage after synthesis]
master    number
inv_1          2
dfrtp_1        6
nor2b_1        5
nor2_1         1
a211oi_1       5
mux2i_1        6
buf_6          1
[cell type report]
class	count	area (um^2)	area share
repair buffers	20	193	0.342
clock buffers	3	22.5	0.0400
multi-input cells	17	133	0.236
flip-flops and latches	6	150	0.267
well taps	46	57.6	0.102
inverters	2	7.51	0.0133
[path summary, 6_finish.rpt]
check / end / cells after the start / slack [ns]
max: out[1] / 1 / 0.04
max reg2reg: out[2] / 3 / 0.52
min reg2reg: out[5] / 2 / 0.56
max in group asynchronous: out[3] / 2 / 0.97
min: out[2] / 2 / 0.25
min in group clk0: out[5] / 2 / 0.56
[power by group through the flow]
stage	combinational [mW]	sequential, mW	clock (mW)
CTS	0.0890	0.195	0.159
global route	0.109	0.194	0.173
finish	0.0978	0.193	0.153
[cell families (layout without fill, tap and decap cells)]
group	Yosys count	in the layout	synth area share
muxes	6	6	0.199
DFF	6	6	0.498
and+or+nand+nor	6	6	0.116
AOI/OAI and AO/OA	5	5	0.124
buffers and inverters	3	25	0.0622
No activity file was given, so power comes from the tool's default toggle rates.
